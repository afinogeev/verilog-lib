### /design/flow/run.sh
#!/bin/bash
# OpenROAD 26Q1-2900-gdf79404cd8, Yosys 0.63+post, stock flow scripts
make -C /OpenROAD-flow-scripts/flow DESIGN_CONFIG=/design/flow/config.mk WORK_HOME=/design/flow/orfs finish
### /design/flow/config.mk
export PLATFORM = sky130hd
export DESIGN_NAME = URATE
export DESIGN_NICKNAME = URATE
export VERILOG_FILES = /design/flow/design.v
export SDC_FILE = /design/flow/constraint.sdc
export NUM_CORES = 4
export LEC_CHECK = 1
export CORE_UTILIZATION = 50
### /design/flow/constraint.sdc
current_design URATE

set clk_period 17.1
set clk_io_pct 0.2

create_clock -name clk0 -period $clk_period [get_ports {clk}]

set non_clock_inputs [all_inputs -no_clocks]
set_input_delay [expr $clk_period * $clk_io_pct] -clock clk0 $non_clock_inputs
set_output_delay [expr $clk_period * $clk_io_pct] -clock clk0 [all_outputs]
### /design/flow/design.v
module FIR ( 
	input clk,
	input signed [IWIDTH-1:0] in,
	input signed [TAPS*CWIDTH-1:0] coefs,  
	output signed [RWIDTH-1:0] out  
 );
parameter IWIDTH  = 16;	 
parameter CWIDTH = 16;	 
parameter TAPS = 16;	 
localparam MWIDTH = (IWIDTH+CWIDTH);  
localparam RWIDTH = (MWIDTH+TAPS-1);  
genvar i;
generate
	for( i=0; i<TAPS; i=i+1 )
	begin:tap
		reg signed [IWIDTH-1:0] r=0;
		if(i==0)
		begin
			always @(posedge clk)
				r <= in;
		end
		else
		begin
			always @(posedge clk)
				tap[i].r <= tap[i-1].r;
		end
		wire signed [CWIDTH-1:0] c;
		assign c = coefs[((TAPS-1-i)*CWIDTH+CWIDTH-1):(TAPS-1-i)*CWIDTH];
		reg signed [MWIDTH-1:0]m;
		always @(posedge clk)
			m <= r * c;
		reg signed [MWIDTH-1+i:0]a;
		if(i==0)
		begin
			always @*
				tap[i].a = tap[i].m;
		end
		else
		begin
			always @*
				tap[i].a = tap[i].m + tap[i-1].a;
		end
	end
endgenerate
reg signed [RWIDTH-1:0] result;
always @(posedge clk)
	result <= tap[TAPS-1].a;
assign out = result;
endmodule
module FIR_NORM (
    input clk,
    input rst,
    input signed [TAPS*CWIDTH-1:0] coefs,
    input signed [DWIDTH-1:0] in,
    output signed [DWIDTH-1:0] out
);
parameter DWIDTH = 16;
parameter TAPS = 64;
parameter CWIDTH = 16;
parameter SLICE = 36;
wire signed [SLICE:0] fir_out;
assign out = fir_out[SLICE:SLICE-DWIDTH-1];
FIR #( .TAPS(TAPS), .IWIDTH(DWIDTH) ) fir(
	.clk(clk),
	.coefs(coefs),
	.in(in),
	.out(fir_out)
	);
endmodule
module URATE (
    input clk,
    input rst,
    input signed [DWIDTH-1:0] in,
    output signed [DWIDTH-1:0] out
);
parameter DWIDTH = 16;
parameter F_H = 60;
parameter F_L = 3;
parameter FIR_TAPS = 64;
parameter FIR_SLICE = 32;
localparam RATE = F_H/F_L;
reg [7:0] cnt;
reg signed [DWIDTH-1:0] buff;
always @(posedge clk or posedge rst) begin
	if(rst) begin
		cnt <= 0;
		buff <= 0;
	end
	else begin
		cnt <= cnt + 1;
		if(cnt >= RATE-1) begin
			cnt <= 0;
			buff <= in;
		end
		else 
			buff <= 0;
	end	
end
wire signed [DWIDTH-1:0] fir_out;
FIR_NORM #( .TAPS(FIR_TAPS), .SLICE(FIR_SLICE) ) fir(
	.clk(clk),
	.coefs( {
16'sd0, 
16'sd1, 
16'sd4, 
16'sd10, 
16'sd21, 
16'sd43, 
16'sd80, 
16'sd141, 
16'sd238, 
16'sd383, 
16'sd594, 
16'sd891, 
16'sd1296, 
16'sd1832, 
16'sd2524, 
16'sd3393, 
16'sd4459, 
16'sd5734, 
16'sd7224, 
16'sd8925, 
16'sd10820, 
16'sd12883, 
16'sd15073, 
16'sd17338, 
16'sd19616, 
16'sd21837, 
16'sd23926, 
16'sd25809, 
16'sd27414, 
16'sd28680, 
16'sd29554, 
16'sd30000, 
16'sd30000, 
16'sd29554, 
16'sd28680, 
16'sd27414, 
16'sd25809, 
16'sd23926, 
16'sd21837, 
16'sd19616, 
16'sd17338, 
16'sd15073, 
16'sd12883, 
16'sd10820, 
16'sd8925, 
16'sd7224, 
16'sd5734, 
16'sd4459, 
16'sd3393, 
16'sd2524, 
16'sd1832, 
16'sd1296, 
16'sd891, 
16'sd594, 
16'sd383, 
16'sd238, 
16'sd141, 
16'sd80, 
16'sd43, 
16'sd21, 
16'sd10, 
16'sd4, 
16'sd1, 
16'sd0 
} ),
	.in(buff),
	.out(out)
	);
endmodule
==> qor.log <==
qor: outcome.run_status completed
qor: sta.fmaxAchievable 92.24 MHz
qor: worst_setup_path.critical_path.reg2reg.startpoint fir.fir.tap[1].m[2]
qor: route.viasPerCell 4.898
qor: synthesis.post_synth_main_area_contributors sky130_fd_sc_hd__fa_1 34%, sky130_fd_sc_hd__ha_1 21%, sky130_fd_sc_hd__dfxtp_1 18%
qor: grt.grt_first_pass_wirelength 1199000 um
qor: sta.final_hold_viol_count 0
qor: synthesis.yosys-stat-cells 27708
qor: worst_setup_path.critical_path.reg2reg.endpoint fir.fir.result[30]
qor: cts.cts_tree yes
qor: sta.tns 0 ns
qor: synthesis.synth-simple-area-share 0.03970
qor: floorplanning.num_rows 278
qor: synthesis.edf_count 0
qor: floorplanning.num_io_pins 34
qor: sta.worst_slew_pin_slew 0.9455 ns
qor: cts.clock-sinks 2690
qor: route.drt_iter0_markers 6914
qor: cts.cts-buffers-inserted 332
qor: synthesis.xor_area_frac 0.04992
qor: synthesis.ys_async_sr_fraction 0.008922
qor: sta.rsz_0062_raised_after_global_routing false
qor: synthesis.synth_cell_types 84
qor: route.antenna_left 0
qor: cts.clock_path_buffers 4
qor: route.detail_route.wirelength 788500 um
qor: grt.grt_overflow_total 0
qor: floorplanning.fp_util 0.5027
qor: finish.area_growth_syn_to_layout 7.867%
qor: worst_setup_path.critical_path.endpoint_type flop
qor: synthesis.mux_area_frac 0.002983
qor: synthesis.yosys_warnings 3
qor: synthesis.synth_largest_type_area_fraction 0.3405
qor: floorplanning.die_area 0.5801 mm^2
qor: sta.final_critical_path_setup_slack 6.259 ns
qor: worst_setup_path.cp-startpoint fir.fir.tap[1].m[2]
qor: worst_setup_path.crit_required 18.02 ns
qor: synthesis.synthesis.instances 27708
qor: sta.finalClockSkew 0.06998 ns
qor: sta.slew_violations 0
qor: route.routed-via-count 176404
qor: flow_run.tool_warnings 328
qor: route.detail_route.drc_violations 0
qor: floorplanning.core_region_area 0.5739 mm^2
qor: synthesis.dominantRegCellSynth sky130_fd_sc_hd__dfxtp_1
qor: worst_setup_path.worst-setup-path-type flop to flop
qor: grt.grt_start_max_net_pins 43
qor: route.wl_per_cell 21.89 um
qor: hold_path.holdCritPathClass flop to flop
qor: floorplanning.dieWidth 761.7 um
qor: cts.hold_buffers 0
qor: grt.gr-usage-all-layers 0.3028
qor: synthesis.yosys.area_share.adder 0.5523
qor: synthesis.synth.cells.most_frequent 8409 x sky130_fd_sc_hd__inv_1, 4907 x sky130_fd_sc_hd__fa_1, 4883 x sky130_fd_sc_hd__ha_1
qor: finish.post_route_cells_drive_above_1_share 0.03086
qor: worst_setup_path.critical_path_s_slowest_cell sky130_fd_sc_hd__a2111oi_0
qor: placement.portBuffers 33
qor: cts.postCtsResizedCells 0
qor: synthesis.ys_ff 2690
qor: worst_setup_path.crit_path_frequent_cell sky130_fd_sc_hd__fa_1
qor: synthesis.synth.avg_cell_area 10.41 um^2
qor: grt.first_global_vias 188712
qor: worst_setup_path.r2r.worst_path.cells 35
qor: cts.htree_levels 5
qor: placement.pre_cts_slack 6.323 ns
qor: hold_path.min_path_cells 0
qor: finish.utilization 0.5423
qor: placement.dp.final_hpwl 696600 um
qor: worst_setup_path.timing.critical_path.from_type flop
qor: cts.cts_post_setup_buffers_inserted 0
qor: synthesis.synth.yosys.seq_area_share 0.1871
qor: synthesis.yosys.cell_count.top_type sky130_fd_sc_hd__inv_1
qor: grt.antenna_violations_before_repair 36
qor: worst_setup_path.crit_path_max_fanout 4
qor: synthesis.topCombFamilyByArea adder cells
qor: worst_setup_path.critPathCapture fir.fir.result[30]
qor: sta.slew_headroom 0.3534
qor: floorplanning.die-height 761.7 um
qor: sta.timing.final.crit_period 10.84 ns
qor: worst_setup_path.cp_slowest_stage_delay 0.63 ns
qor: worst_setup_path.cp.arrival 11.76 ns
qor: synthesis.post-synth-top-area-cell sky130_fd_sc_hd__fa_1
qor: placement.place_congestion 1.035
qor: flow_run.max_cap_viol_count 0
qor: worst_setup_path.reg2reg_setup_slack 6.26 ns
qor: synthesis.post_synth_instance_area 0.2885 mm^2
qor: sta.final.period_utilization 0.6340
qor: cts.clk_pin_slew 0.06 ns
qor: synthesis.aoi_share 0.05777
qor: cts.worst_skew_pair.late_latency 1.01 ns
qor: sta.number_of_failing_setup_endpoints_in_the_final_timing_report 0
qor: synthesis.yosysChipArea 0.2885 mm^2
qor: cts.clk_root_buffer_cell sky130_fd_sc_hd__clkbuf_16
qor: route.detail_route.first_pass.iterations 6
qor: finish.layout.filler_cells 49784
through the flow:
step	area, um^2	hold WS, ns	cells
after floorplan	288500	0.3096	27710
after global placement	299100	0.3108	35378
after detailed placement	299100	0.3121	35378
after CTS	311200	0.2892	35982
after global routing	311200	0.3051	35997
final	311200	0.2812	36017
kinds of logic (layout without fill, tap and decap cells):
logic type / count (synthesis) / in the layout
muxes: 84 / 84
and+or+nand+nor: 2398 / 2398
xor gates and xnor gates: 1643 / 1643
other: 1 / 38
buffers and inverters: 8472 / 9184
AOI/OAI and AO/OA: 2626 / 2626
adders and majority gates: 9794 / 9794
DFF: 2690 / 2690
metal layers:
layer,wire (um),vias to the layer above,track usage
li1,-,85460,-
met1,309500,86537,0.4130
met2,370100,3337,0.4685
met3,66690,1040,0.1061
met4,41620,30,0.1119
met5,615,-,0
cell type report:
type / count / area (um^2) / share of cell area
timing repair buffer: 168 / 1344 / 0.004318
sequential: 2690 / 53980 / 0.1734
antenna: 35 / 87.58 / 0.0002814
clock inverter: 185 / 2864 / 0.009202
tap: 7560 / 9459 / 0.03039
inverter: 8412 / 31580 / 0.1015
multi-input combinational: 16548 / 202800 / 0.6515
clock buffer: 419 / 9149 / 0.02939
worst min-delay path by stage:
stage / startpoint / end / slack [ns]
after CTS: fir.fir.tap[62].r[14] / fir.fir.tap[62].m[14] / 0.29
after global routing: fir.fir.tap[0].r[7] / fir.fir.tap[1].r[7] / 0.31
final: fir.fir.tap[0].r[7] / fir.fir.tap[1].r[7] / 0.28
state kept, by name, summed over array words and instances (netlist names):
signal / flops
fir.fir.tap.m: 1642
buff: 16
fir.fir.result: 16
cnt: 8
fir.fir.tap.r: 1008
placed cells by master, fill, tap and decap left out, drive strengths merged, types with 30 or more instances in the layout:
cell,count
o41ai,35
clkinvlp,30
nor3,234
clkinv,79
or3,65
or2,97
fa,4907
ha,4883
xor2,452
clkbuf,419
nor2b,124
nor2,789
diode,35
inv,8431
a31o,39
a21oi,918
o21ai,465
and3,98
a21o,303
mux2i,68
dfxtp,2666
o21bai,141
a31oi,85
o211ai,41
nand2b,122
o31ai,42
o21a,179
bufinv,57
and2,78
buf,135
nand2,464
xnor2,1190
nand3,205
clkdlybuf4s50,33
a211oi,92
critical path, delay by kind of cell (launching register included):
family                     cells  cell delay [ns]
adders and majority gates     13             5.74
AOI/OAI and AO/OA             10             2.83
and+or+nand+nor                5             1.20
buffers and inverters          5             0.44
DFF                            1             0.32
xor gates and xnor gates       2             0.28
